==> design.v <==
module camera #(
    parameter int NUM_LANES = 2,
    parameter int ZERO_ACCUMULATOR_WIDTH = 2,
    parameter [1:0] VC = 2'b00,                 
    parameter [5:0] FS_DT = 6'h00,              
    parameter [5:0] FE_DT = 6'h01,              
    parameter [5:0] VIDEO_DT = 6'h2B            
) (
    input logic clock_p,
    input logic [NUM_LANES-1:0] data_p,
    output logic [1:0] virtual_channel,
    output logic [15:0] word_count,
    output logic interrupt,
    output logic [31:0] image_data,
    output logic [5:0] image_data_type,
    output logic image_data_enable,
    output logic frame_start,
    output logic frame_end,
    output logic line_start,
    output logic line_end,
    output logic generic_short_data_enable,
    output logic [15:0] generic_short_data,
    output logic valid_packet,
    output logic  vsync,
    output logic in_frame,
    output logic in_line,
    output payload_frame,
    output payload_enable
);
logic [NUM_LANES-1:0] reset = NUM_LANES'(0);
logic [8*NUM_LANES-1:0] data;                  
logic [NUM_LANES-1:0] enable;
wire video_data;
genvar i;
generate
    for (i = 0; i < NUM_LANES; i++)
    begin: lane_receivers
        d_phy_receiver #(.ZERO_ACCUMULATOR_WIDTH(ZERO_ACCUMULATOR_WIDTH)) d_phy_receiver (
            .clock_p(clock_p),
            .data_p(data_p[i]),
            .reset(reset[i]),
            .data(data[7+8*i:8*i]),
            .enable(enable[i])
        );
    end
endgenerate
logic [31:0] packet_header;
assign virtual_channel = packet_header[7:6];
logic [5:0] data_type;
assign data_type = packet_header[5:0];
assign image_data_type = data_type;
assign frame_start = data_type == 6'd0;
assign frame_end = data_type == 6'd1;
assign line_start = data_type == 6'd2;
assign line_end = data_type == 6'd3;
assign video_data = data_type == VIDEO_DT;
assign generic_short_data_enable = data_type >= 6'd8 && data_type <= 6'hF && reset[0];
assign generic_short_data = word_count;
wire expected_ecc,is_hdr;
assign is_hdr = image_data_enable;
csi_header_ecc ecc_i (
         .data(packet_header[23:0]),
         .ecc(expected_ecc)
        );
assign valid_packet = (virtual_channel == VC) && (frame_start || frame_end || video_data) && (header_ecc == expected_ecc);
assign word_count = {packet_header[23:8]};  
logic [7:0] header_ecc;
assign header_ecc = packet_header[31:24];
logic [2:0] header_index = 3'd0;
logic [16:0] word_counter = 17'd0;
logic [1:0] data_index = 2'd0;
logic already_triggered = 1'd0;
assign image_data_enable = data_type >= 6'h18 && data_type <= 6'h2F && data_index == 2'd0 && word_counter != 17'd0 && word_counter <= word_count && !already_triggered;
always_ff @(posedge clock_p) begin
    already_triggered = already_triggered ? enable == NUM_LANES'(0) : image_data_enable;
    if (frame_start)
          in_frame <= 1'b1;
    else if (frame_end)
          in_frame <= 1'b0;
    else if (line_start)
          in_line <= 1'b1;
    else if (line_end)
          in_line <= 1'b0;
    vsync <= (frame_start && valid_packet);
       payload_enable <= payload_frame && image_data_enable;
    end
assign interrupt = image_data_enable || (reset[0] && data_type <= 6'hF);
integer j;
always_ff @(posedge clock_p)
begin
    for (j = 0; j < NUM_LANES; j++)
    begin
        if (enable[j])  
        begin
            if (header_index < 3'd4)  
            begin
                packet_header[7+8*header_index:8*header_index] <= data[7+8*j:8*j];
                header_index = header_index + 1'd1;
            end
            else  
            begin
                if (data_type >= 6'h18 && data_type <= 6'h2F && word_counter < word_count)
                begin
                    image_data[7+8*data_index:8*data_index] <= data[7+8*j:8*j];   
                    data_index = data_index + 2'd1;  
                    payload_frame = 1'b1;
                end
                else
                begin
                  payload_frame = 1'b0;
                end
                word_counter = word_counter + 17'd1;
            end
        end
    end
    for (j = 0; j < NUM_LANES; j++)
    begin
        if (enable != NUM_LANES'(0))
        begin
            if (data_type <= 6'h0F && header_index + 3'(j) >= 3'd4 && !reset[j])  
            begin
                reset[j] <= 1'b1;
            end
            else if (header_index + 3'(j) >= 3'd4 && header_index + word_counter + 17'(j) >= 17'(word_count) + 17'd2 + 3'd4 && !reset[j])  
            begin
                reset[j] <= 1'b1;
            end
        end
    end
    if (reset[0])  
    begin
        header_index = 3'd0;
        word_counter = 17'd0;
        data_index = 2'd0;
        reset <= NUM_LANES'(0);
    end
end
endmodule
module d_phy_receiver #(
    parameter int ZERO_ACCUMULATOR_WIDTH = 3
) (
    input logic clock_p,
    input logic data_p,
    input logic reset,
    output logic [7:0] data,
    output logic enable
);
logic dataout_h = 1'd0, dataout_l = 1'd0;
always_ff @(posedge clock_p) dataout_h <= data_p;
always_ff @(negedge clock_p) dataout_l <= data_p;
logic [8:0] internal_data = 9'd0;
always_ff @(posedge clock_p)
    internal_data <= {dataout_l, dataout_h, internal_data[8:2]};  
localparam bit [1:0] STATE_UNKNOWN = 2'd0;
localparam bit [1:0] STATE_SYNC_IN_PHASE = 2'd1;
localparam bit [1:0] STATE_SYNC_OUT_OF_PHASE = 2'd2;
logic [1:0] state = STATE_UNKNOWN;
assign data = state == STATE_SYNC_IN_PHASE ? internal_data[7:0] : state == STATE_SYNC_OUT_OF_PHASE ? internal_data[8:1] : 8'dx;
logic [1:0] counter = 2'd0;
assign enable = state != STATE_UNKNOWN && counter == 2'd0;
logic [ZERO_ACCUMULATOR_WIDTH-1:0] zero_accumulator = ZERO_ACCUMULATOR_WIDTH'(0);
always_ff @(posedge clock_p)
begin
    if (internal_data[1] || internal_data[0])
        zero_accumulator <= ZERO_ACCUMULATOR_WIDTH'(0);
    else if (zero_accumulator + 1'd1 == ZERO_ACCUMULATOR_WIDTH'(0))
        zero_accumulator <= zero_accumulator;
    else
        zero_accumulator <= zero_accumulator + 1'd1;
end
always_ff @(posedge clock_p)
begin
    if (reset)
    begin
        state <= STATE_UNKNOWN;
        counter <= 2'dx;
    end
    else
    begin
        if (state == STATE_UNKNOWN)
        begin
            if (internal_data == 9'b101110000 && zero_accumulator + 1'd1 == ZERO_ACCUMULATOR_WIDTH'(0))
            begin
                state <= STATE_SYNC_OUT_OF_PHASE;
                counter <= 2'd3;
            end
            else if (internal_data[7:0] == 8'b10111000 && zero_accumulator + 1'd1 == ZERO_ACCUMULATOR_WIDTH'(0))
            begin
                state <= STATE_SYNC_IN_PHASE;
                counter <= 2'd3;
            end
            else
            begin
                state <= STATE_UNKNOWN;
                counter <= 2'dx;
            end
        end
        else
        begin
            state <= state;
            counter <= counter - 2'd1;
        end
    end
end
endmodule
 module csi_header_ecc (
	 input [23:0] data,
	 output [7:0] ecc
);
	assign ecc[7:6] = 2'b00;
	assign ecc[5] = data[10] ^ data[11] ^ data[12] ^ data[13] ^ data[14] ^ data[15] ^ data[16] ^ data[17] ^ data[18] ^ data[19] ^ data[21] ^ data[22] ^ data[23];
	assign ecc[4] = data[4] ^ data[5] ^ data[6] ^ data[7] ^ data[8] ^ data[9] ^ data[16] ^ data[17] ^ data[18] ^ data[19] ^ data[20] ^ data[22] ^ data[23];
	assign ecc[3] = data[1] ^ data[2] ^ data[3] ^ data[7] ^ data[8] ^ data[9] ^ data[13] ^ data[14] ^ data[15] ^ data[19] ^ data[20] ^ data[21] ^ data[23];
	assign ecc[2] = data[0] ^ data[2] ^ data[3] ^ data[5] ^ data[6] ^ data[9] ^ data[11] ^ data[12] ^ data[15] ^ data[18] ^ data[20] ^ data[21] ^ data[22];
	assign ecc[1] = data[0] ^ data[1] ^ data[3] ^ data[4] ^ data[6] ^ data[8] ^ data[10] ^ data[12] ^ data[14] ^ data[17] ^ data[20] ^ data[21] ^ data[22] ^ data[23];
	assign ecc[0] = data[0] ^ data[1] ^ data[2] ^ data[4] ^ data[5] ^ data[7] ^ data[10] ^ data[11] ^ data[13] ^ data[16] ^ data[20] ^ data[21] ^ data[22] ^ data[23];
endmodule
==> run.sh <==
#!/bin/bash
# OpenROAD 26Q1-2900-gdf79404cd8, Yosys 0.63+post, stock flow scripts
make -C /OpenROAD-flow-scripts/flow DESIGN_CONFIG=/design/flow/config.mk WORK_HOME=/design/flow/orfs finish
==> config.mk <==
export PLATFORM = sky130hd
export DESIGN_NAME = camera
export DESIGN_NICKNAME = camera
export VERILOG_FILES = /design/flow/design.v
export SDC_FILE = /design/flow/constraint.sdc
export NUM_CORES = 4
export LEC_CHECK = 1
export CORE_UTILIZATION = 40
==> constraint.sdc <==
current_design camera

set clk_period 6.3
set clk_io_pct 0.2

create_clock -name clk0 -period $clk_period [get_ports {clock_p}]

set non_clock_inputs [all_inputs -no_clocks]
set_input_delay [expr $clk_period * $clk_io_pct] -clock clk0 $non_clock_inputs
set_output_delay [expr $clk_period * $clk_io_pct] -clock clk0 [all_outputs]
==> results.cfg <==
; implementation run metrics
[final_timing]
tightest_slew_ns = 0.9427
drv_slew = 0
fin_hold_ws_ns = 0.3281
hold_viol = 0
finalClockSkew_ns = 0.02386
setup_tns_ns = 0
period_used_pct = 93.95
grt_setup_unrepaired = no
period_needed_ns = 5.919
max_freq_mhz = 168.9
setup_violations = 0
relSlewSlack_pct = 36.67

[yosys]
ys_ff = 128
synth_area_mm2 = 0.009224
synth_top_cell_by_area = dfxtp_1
top_area_share_pct = 27.56
ys_warn_count = 8
edf_count = 1
xor_area_share_pct = 8.899
synth.area.top_cells = dfxtp_1, ha_1, xnor2_1, a22o_1, nor2_1
yosys.area_share.aoi_pct = 20.39
synth_seq_share_pct = 27.89
ys_sh_adder_pct = 13.78
synthFlopType = dfxtp_1
synthMuxAreaShare_pct = 4.300
synthSimpleGateAreaFrac_pct = 18.87
yosysChipArea_mm2 = 0.009224
async_flop_share_pct = 0
synth.distinct_cells = 83
avgSynthCellArea_um2 = 8.760
syn_inst = 1053
synth.comb.largest_family = AND-OR/OR-AND gates
yosys-stat-cells = 1053

[routing]
wl_per_cell_um = 19.36
post-route-drc-count = 0
drtIter0Drc = 479
vias_per_cell = 5.595
vias = 7989
ant_nets = 0
dr.pass1.iters = 5
wl_mm = 27.64
n_antenna_cell = 0

[grt]
grt_usage_pct = 24.14
grt_pass1_wl_mm = 43.57
grt_max_degree = 17
gr-total-overflow = 0
busiest_layer = met2
antenna_found_initial = 0
grt_pass1_vias = 7803
use_met1_pct = 36.35
grtUsageMet2_pct = 37.14
grtUsageMet3_pct = 3.618

[setup_path]
cp_top_family = simple AND/OR/NAND/NOR gates
cp.arrival_ns = 6.23
slowest_delay_ns = 0.47
worstSetupEndpoint = reset[1]
r2r_slack_ns = 0.38
reg2reg_from = lane_receivers[0].d_phy_receiver.counter[0]
worst-path-stages = 26
crit_start = lane_receivers[0].d_phy_receiver.counter[0]
critical_path_required_ns = 6.61
crit_path_end_kind = register
reg2reg_depth = 26
startpoint_type = register
crit_path_top_delay_cell = or4b_1
worstSetupPathType = reg -> reg
critPathBufInv = 1
r2r-end = reset[1]
cp_max_fo = 5

[job]
log.warning_count = 43
maxCapViolations = 0

[clock_tree]
clkLatencyLatePin_ns = 0.44
cts_tree = built
cts_hold_buf = 0
cts_root_buf = clkbuf_16
cts.sinks = 128
clk_path_buf_depth = 2
h-tree-depth = 4
clk_pin_slew_worst_paths_ns = 0.06
numCtsBuffers = 17

[power]
combPwrFrac_pct = 2.3
clkPwrFrac_pct = 53.6
ir_drop_mv = 0.1753
total_power_uw = 1880
seqPwrFrac_pct = 44.2
netSwitchingFraction_pct = 24.58
p_switching_uw = 462.0
p_leak_uw = 0.004790
p_per_area_mw_per_mm2 = 171.3
p_int_uw = 1418

[min_path]
hold_class = reg -> reg

[die]
fp-row-count = 55
dieWidth_um = 153.9
die_h_um = 153.9
dieArea_mm2 = 0.02367
fp_util_pct = 40.74
ios = 88
core-area_mm2 = 0.02264

[layout]
syn2layout_area_growth_pct = 18.96
final.fill_count = 2134
comb_area_mm2 = 0.006162
drive_above_1_share_pct = 8.399
stdcell_area_mm2 = 0.01097
seq_area_mm2 = 0.002572
final_util_pct = 48.47

[outcome]
status = complete, no violations

[placed_design]
placed_area_mm2 = 0.01031
gp_congestion = 0.9323
portBuffers = 87
hpwl_mm = 21.28
per-stage QoR:
step | worst slack [ns] | cells
after floorplan | 0.5255 | 1053
after global placement | 0.2260 | 1393
after detailed placement | 0.03713 | 1393
after CTS | 0.02330 | 1426
after global routing | 0.01029 | 1428
final | 0.3810 | 1428
repair_timing:
action / 4_1_cts / 5_1_grt
buffers inserted: 0 / 2
hold endpoints to repair: 0 / 0
gates resized: 0 / 10
setup endpoints to repair: 0 / 2
layer usage:
metal	wire length, um	part of all wire (%)
met5	0	0
met4	638	2.3
met3	1623	5.9
met2	12070	44
met1	13310	48
synthesized netlist by cell type (all sizes together), types with 4 or more instances:
cell type,instances
nand2b,8
clkbuf,21
inv,70
nor4b,5
nor2,79
nand2,65
nand4,17
nor3,31
o2111ai,4
nand4b,5
a21oi,24
a41o,8
or3,4
mux2,10
a2bb2oi,7
a41oi,4
o22ai,13
a211oi,7
dfxtp,127
mux2i,28
a21o,16
and2,23
a31oi,4
buf,29
nand3,29
a221o,4
ha,100
nor2b,14
o21a,28
xor2,21
o2bb2ai,8
a22o,37
xnor2,71
a22oi,16
o21ai,46
nor4,18
and3,11
registers in the layout, summed over array words and instances, names as in the netlist, 2 cells and up:
register and cells:
data_index 2, header_index 3, image_data 32, lane_receivers.d_phy_receiver.counter 4, lane_receivers.d_phy_receiver.dataout_h 2, lane_receivers.d_phy_receiver.dataout_l 2
lane_receivers.d_phy_receiver.internal_data 18, lane_receivers.d_phy_receiver.state 4, lane_receivers.d_phy_receiver.zero_accumulator 4, packet_header 32, reset 2, word_counter 17
final cells by class:
type,instances,area share (%)
multi-input combinational,805,56.16
sequential,128,23.44
timing repair buffer,107,9.304
clock buffer,18,4.105
tap,285,3.250
inverter,69,2.360
clock inverter,16,1.380
worst min-delay path by stage:
stage / from / end / depth (start not counted)
finish: lane_receivers[0].d_phy_receiver.dataout_h / lane_receivers[0].d_phy_receiver.internal_data[7] / 0
global route: lane_receivers[0].d_phy_receiver.dataout_h / lane_receivers[0].d_phy_receiver.internal_data[7] / 0
CTS: lane_receivers[0].d_phy_receiver.dataout_h / lane_receivers[0].d_phy_receiver.internal_data[7] / 0
power by group through the flow:
stage	logic (uW)	registers [uW]	clock network (uW)
4_1_cts	41.8	830	1020
5_1_grt	45.2	831	1060
6_report	42.8	830	1010
cells in the final DEF, fill, tap and decap left out, types with 5 or more instances in the layout:
cell / instances
ha_1: 98
dfxtp_1: 127
nor2_1: 79
xnor2_1: 69
and2_1: 23
mux2i_1: 28
o21ai_0: 46
a21oi_1: 20
inv_1: 70
o21a_1: 28
o22ai_1: 13
nand2_1: 64
clkdlybuf4s50_1: 87
o2bb2ai_1: 8
nand4b_1: 5
a41o_1: 8
mux2_2: 8
a2bb2oi_1: 7
nand4_1: 17
nor2b_1: 14
nor3_1: 27
buf_4: 20
a21o_1: 16
and3_1: 10
nand2b_1: 8
nor4_1: 13
nand3_1: 28
xor2_1: 20
a211oi_1: 7
clkbuf_16: 18
a22o_1: 37
a22oi_1: 16
kinds of logic (layout without fill, tap and decap cells):
group                    Yosys count  in the layout
flip-flops                       128            128
buffers and inverters            120            210
AND/OR/NAND/NOR                  324            324
multiplexers                      38             38
XOR/XNOR                          92             92
AND-OR/OR-AND                    250            250
adder cells (fa/ha/maj)          101            101
Power figures rest on the tool's default switching activity, not on a simulated workload.
