==> flow/design.v <==
module tmds_encoder(
input wire clk,
input wire [7:0] data,
input wire [1:0] c,
input wire blank,
input wire resetn,
output reg [9:0] encoded
);
wire [8:0] xored;
wire [8:0] xnored;
wire [3:0] ones;
reg [8:0] data_word;
reg [8:0] data_word_inv;
wire [3:0] data_word_disparity;
reg [3:0] dc_bias;
  assign xored[0] = data[0];
  assign xored[1] = data[1] ^ xored[0];
  assign xored[2] = data[2] ^ xored[1];
  assign xored[3] = data[3] ^ xored[2];
  assign xored[4] = data[4] ^ xored[3];
  assign xored[5] = data[5] ^ xored[4];
  assign xored[6] = data[6] ^ xored[5];
  assign xored[7] = data[7] ^ xored[6];
  assign xored[8] = 1'b1;
  assign xnored[0] = data[0];
  assign xnored[1] =  ~(data[1] ^ xnored[0]);
  assign xnored[2] =  ~(data[2] ^ xnored[1]);
  assign xnored[3] =  ~(data[3] ^ xnored[2]);
  assign xnored[4] =  ~(data[4] ^ xnored[3]);
  assign xnored[5] =  ~(data[5] ^ xnored[4]);
  assign xnored[6] =  ~(data[6] ^ xnored[5]);
  assign xnored[7] =  ~(data[7] ^ xnored[6]);
  assign xnored[8] = 1'b0;
  assign ones = 4'b0000 + data[0] + data[1] + data[2] + data[3] + data[4] + data[5] + data[6] + data[7];
  always @(ones, data[0], xnored, xored) begin
    if(ones > 4 || (ones == 4 && data[0] == 1'b0)) begin
      data_word <= xnored;
      data_word_inv <=  ~(xnored);
    end
    else begin
      data_word <= xored;
      data_word_inv <=  ~(xored);
    end
  end
  assign data_word_disparity = 4'b1100 + data_word[0] + data_word[1] + data_word[2] + data_word[3] + data_word[4] + data_word[5] + data_word[6] + data_word[7];
  always @(posedge clk) begin
    if (!resetn)
      dc_bias <= 1'b0;
    if(blank == 1'b1) begin
      case(c)
      2'b00 : begin
        encoded <= 10'b1101010100;
      end
      2'b01 : begin
        encoded <= 10'b0010101011;
      end
      2'b10 : begin
        encoded <= 10'b0101010100;
      end
      default : begin
        encoded <= 10'b1010101011;
      end
      endcase
      dc_bias <= {4{1'b0}};
    end
    else begin
      if(dc_bias == 5'b00000 || data_word_disparity == 0) begin
        if(data_word[8] == 1'b1) begin
          encoded <= {2'b01,data_word[7:0]};
          dc_bias <= dc_bias + data_word_disparity;
        end
        else begin
          encoded <= {2'b10,data_word_inv[7:0]};
          dc_bias <= dc_bias - data_word_disparity;
        end
      end
      else if((dc_bias[3] == 1'b0 && data_word_disparity[3] == 1'b0) || (dc_bias[3] == 1'b1 && data_word_disparity[3] == 1'b1)) begin
        encoded <= {1'b1,data_word[8],data_word_inv[7:0]};
        dc_bias <= dc_bias + data_word[8] - data_word_disparity;
      end
      else begin
        encoded <= {1'b0,data_word};
        dc_bias <= dc_bias - data_word_inv[8] + data_word_disparity;
      end
    end
  end
endmodule
module vga2dvid(
input wire clk_pixel,
input wire clk_shift,
input wire [23:0] in_color,
input wire in_blank,
input wire in_hsync,
input wire in_vsync,
input wire resetn,
output wire [9:0] outp_red,
output wire [9:0] outp_green,
output wire [9:0] outp_blue,
output wire [1:0] out_red,
output wire [1:0] out_green,
output wire [1:0] out_blue,
output wire [1:0] out_clock,
);
parameter C_shift_clock_synchronizer=1'b1;
wire [9:0] encoded_red; wire [9:0] encoded_green; wire [9:0] encoded_blue;
reg [9:0] latched_red; reg [9:0] latched_green; reg [9:0] latched_blue;
reg [9:0] shift_red; reg [9:0] shift_green; reg [9:0] shift_blue;
parameter C_shift_clock_initial = 10'b0000011111;
reg [9:0] shift_clock;
reg R_shift_clock_off_sync;
reg [7:0] R_shift_clock_synchronizer;
reg [6:0] R_sync_fail;   
parameter c_red = 1'b0;
parameter c_green = 1'b0;
wire [1:0] c_blue;
wire [7:0] red_d;
wire [7:0] green_d;
wire [7:0] blue_d;
  assign c_blue = {in_vsync,in_hsync};
  assign red_d[7:0] = in_color[23:16];
  assign green_d[7:0] = in_color[15:8];
  assign blue_d[7:0] = in_color[7:0];
  always @(posedge clk_pixel) begin
    if (!resetn)
      R_shift_clock_off_sync <= 1'b0;
    if(shift_clock[5:4] == C_shift_clock_initial[5:4]) begin
      R_shift_clock_off_sync <= 1'b0;
    end
    else begin
      R_shift_clock_off_sync <= 1'b1;
    end
  end
  always @(posedge clk_shift) begin
    if (!resetn)
       R_shift_clock_synchronizer <=  1'b0;
    if(R_shift_clock_off_sync == 1'b1) begin
      if(R_shift_clock_synchronizer[(7)] == 1'b1) begin
        R_shift_clock_synchronizer <= {8{1'b0}};
      end
      else begin
        R_shift_clock_synchronizer <= R_shift_clock_synchronizer + 1;
      end
    end
    else begin
      R_shift_clock_synchronizer <= {8{1'b0}};
    end
  end
  tmds_encoder u21(
      .clk(clk_pixel),
    .data(red_d),
    .c(c_red),
    .blank(in_blank),
    .resetn(resetn),
    .encoded(encoded_red));
  tmds_encoder u22(
      .clk(clk_pixel),
    .data(green_d),
    .c(c_green),
    .blank(in_blank),
    .resetn(resetn),
    .encoded(encoded_green));
  tmds_encoder u23(
      .clk(clk_pixel),
    .data(blue_d),
    .c(c_blue),
    .blank(in_blank),
    .resetn(resetn),
    .encoded(encoded_blue));
  always @(posedge clk_pixel) begin
    if (!resetn)
    begin
      latched_red <= 1'b0;
      latched_green <= 1'b0;
      latched_blue <= 1'b0;
    end
    else
    begin
      latched_red <= encoded_red;
      latched_green <= encoded_green;
      latched_blue <= encoded_blue;
    end
  end
  assign outp_red = latched_red;
  assign outp_green = latched_green;
  assign outp_blue = latched_blue;
  always @(posedge clk_shift) begin
    if (!resetn)
    begin
      shift_red <= 1'b0;
      shift_green <= 1'b0;
      shift_blue <= 1'b0;
      shift_clock <= C_shift_clock_initial;
    end
    if(shift_clock[5:4] == C_shift_clock_initial[5:4]) begin
      shift_red <= latched_red;
      shift_green <= latched_green;
      shift_blue <= latched_blue;
    end
    else begin
      shift_red <= {2'b00,shift_red[9:2]};
      shift_green <= {2'b00,shift_green[9:2]};
      shift_blue <= {2'b00,shift_blue[9:2]};
    end
    if(R_shift_clock_synchronizer[(7)] == 1'b0) begin
      shift_clock <= {shift_clock[1:0],shift_clock[9:2]};
    end
    else begin
      if(R_sync_fail[(6)] == 1'b1) begin
        shift_clock <= C_shift_clock_initial;
        R_sync_fail <= {7{1'b0}};
      end
      else begin
        R_sync_fail <= R_sync_fail + 1;
      end
    end
  end
  assign out_red = shift_red[1:0];
  assign out_green = shift_green[1:0];
  assign out_blue = shift_blue[1:0];
  assign out_clock = shift_clock[1:0];
endmodule
==> flow/run.sh <==
#!/bin/bash
# OpenROAD 26Q1-2900-gdf79404cd8, Yosys 0.63+post, stock flow scripts
make -C /OpenROAD-flow-scripts/flow DESIGN_CONFIG=/design/flow/config.mk WORK_HOME=/design/flow/orfs finish
==> flow/config.mk <==
export PLATFORM = sky130hd
export DESIGN_NAME = vga2dvid
export DESIGN_NICKNAME = vga2dvid
export VERILOG_FILES = /design/flow/design.v
export SDC_FILE = /design/flow/constraint.sdc
export NUM_CORES = 4
export LEC_CHECK = 1
export CORE_UTILIZATION = 30
==> flow/constraint.sdc <==
current_design vga2dvid

set clk_period 10.5
set clk_io_pct 0.2

create_clock -name clk0 -period $clk_period [get_ports {clk_pixel}]
create_clock -name clk1 -period $clk_period [get_ports {clk_shift}]

set non_clock_inputs [all_inputs -no_clocks]
set_input_delay [expr $clk_period * $clk_io_pct] -clock clk0 $non_clock_inputs
set_output_delay [expr $clk_period * $clk_io_pct] -clock clk0 [all_outputs]
==> results_slide.txt <==
Run Summary

CTS
  – Hold buffers post-CTS: 0
  – Post-cts resize count: 0
  – Postcts setup bufs: 0
  – CTS tree: yes
  – Clock transition at the registers of the reported paths: 0.06 ns
  – Clk sinks: 128

Drt
  – Vias per cell: 4.30
  – Residual DRC count: 0
  – Diode count: 0
  – DRT antenna net count: 0
  – Initial DRC count: 213
  – Per-cell routed wire length: 12.0 um
  – Drt total wl: 13500 um
  – Pre-antenna DRT Iters: 4
  – Via count: 4834

Layout
  – Fraction of final layout cells with drive strength greater than 1: 10.4%
  – Area growth, synth to finish: 19.1%
  – Fillers: 2417
  – Fin cells: 1123

Min path
  – Hold Crit Class: register to register

Status
  – Status: complete, no violations

Floorplan
  – DIE WIDTH: 161 um
  – Fp_density: 30.8%
  – Die Height: 161 um
  – Overall chip area: 25900 um^2
  – Io pins: 68
  – Row count: 57
  – Core Region: 24500 um^2

Global route
  – Vias in the first global route: 4750
  – Antenna violations before repair: 0
  – Largest net degree at the start of global routing: 36
  – Total grt overflow: 0
  – Gr usage total: 11.5%
  – First-pass GRT wire length: 23600 um

Timing
  – Final setup viols: 0
  – Final tally of max-slew violations: 0
  – Slew HR: 51.4%
  – TNS Setup: 0 ns
  – Clock skew: 0.00593 ns
  – RSZ-0062 raised after global routing: false
  – Worst-Margin Slew: 0.725 ns
  – Endpoints failing hold: 0
  – Worst hold margin: 0.431 ns

Synth
  – Main flop type: dfxtp_1
  – Yosys warning total: 2
  – Top cells by area: dfxtp_1, ha_1, fa_1
  – Seq share, synth: 36.1%
  – Count of flip-flops with a built-in enable after synthesis: 17
  – Synthesized area: 7560 um^2
  – Post-synth regs: 128
  – Chip area line of the yosys report: 7560 um^2
  – Ys async rst share: 0%
  – Syn_area_per_cell: 10.4 um^2
  – Netlist cell types: 61
  – Ys cells: 728
  – Post-Synthesis Cells: 728
  – Max-area cell share: 29.4%
  – Area leader, netlist: dfxtp_1

Flow run
  – Log Warnings: 41
  – Max cap viols: 0

Worst setup path
  – Kind of critical path: input pin to register
  – CP endpoint kind: register
  – CP max FO: 6
  – Most used cell, CP: fa_1
  – Worst Path Arrival: 10.26 ns
  – Slowest Stage Delay on Critical Path: 0.53 ns
  – CP Data Required Time: 10.74 ns
  – CP max stage cell: fa_1
  – Startpoint types: input pin

Placed design
  – Placed cells: 1099
  – Post-detail-place hpwl: 10400 um
  – IO Port Bufs: 66
  – Gpl congestion: 0.834
## Yosys cell counts (3+ instances only)
master,count
or2_2,6
o21a_1,4
nand2b_1,7
o21ai_0,14
mux2_2,25
nor3b_1,7
o211ai_1,3
o31ai_1,4
edfxtp_1,17
or3_1,6
buf_4,11
nand2_1,19
nor2_1,40
buf_2,4
clkbuf_1,16
xnor2_2,7
nor4_1,3
and2_1,40
nor2b_1,9
a211oi_1,8
nand3_1,8
fa_1,36
nor3_1,5
o21ai_1,12
xor2_1,22
a21o_1,6
a21oi_1,29
inv_1,82
dfxtp_1,111
xnor2_1,48
nand4_1,5
mux2i_1,12
ha_1,66
## cell type report
class,instances,area (um^2),share of cell area [%]
multi-input cells,483,4330,48.1
clock inverters,7,95.1,1.06
flip-flops and latches,128,2730,30.3
repair buffers,79,758,8.42
well taps,324,405,4.50
inverters,85,319,3.54
clock buffers,17,362,4.02
## logic make-up (layout without fill, tap and decap cells)
group                      count (synthesis)  in the layout  share of synthesized area (%)
AOI/OAI and AO/OA                         96             96                           8.01
xor gates and xnor gates                  83             83                           11.5
adders and majority gates                104            104                           20.7
buffers and inverters                    117            188                           6.62
DFF                                      128            128                           36.1
muxes                                     37             37                           5.31
and+or+nand+nor                          163            163                           11.7
## metrics by stage
stage	util, %	worst slack (ns)	cell area (um^2)
floorplan	-	0.983	7560
CTS	36.7	0.471	9000
global placement	34.8	0.289	8550
detailed placement	34.8	0.128	8550
global route	36.7	0.0219	9000
finish	36.7	0.486	9000
## layer usage
layer	GRT usage, %	wire [um]	up-vias
li1	-	-	2531
met1	17.7	6820	2233
met2	17.7	6050	56
met3	2.29	365	14
met4	1.50	217	0
met5	0	0	-
## layout by cell type, fill, tap and decap left out, types with 6 or more instances in the layout
master,instances
dfxtp_1,111
inv_1,82
ha_1,66
clkdlybuf4s50_1,66
xnor2_1,48
and2_1,40
nor2_1,40
fa_1,36
a21oi_1,29
mux2_2,25
xor2_1,22
nand2_1,19
edfxtp_1,17
o21ai_0,14
clkbuf_16,14
buf_4,13
o21ai_1,12
mux2i_1,12
nand3_1,8
a211oi_1,8
nor2b_1,8
nor3b_1,7
xnor2_2,7
nand2b_1,7
or3_1,6
or2_2,6
a21o_1,6
## registers in the layout (all words and copies together), names as in the netlist
signal	count
R_shift_clock_off_sync	1
R_shift_clock_synchronizer	8
R_sync_fail	7
latched_blue	10
latched_green	10
latched_red	10
shift_blue	10
shift_clock	10
shift_green	10
shift_red	10
u21.dc_bias	4
u21.encoded	10
u22.dc_bias	4
u22.encoded	10
u23.dc_bias	4
u23.encoded	10
## worst max-delay path, delay by kind of cell
| kind | cells | cell delay [ns] |
|---|---|---|
| buf+inv | 8 | 1.09 |
| compound gates | 6 | 1.25 |
| fa+ha+maj | 12 | 5.19 |
| simple gates | 2 | 0.53 |
| xor+xnor | 1 | 0.10 |
## path summary, 6_finish.rpt
kind / startpoint / end / slack (ns) / cells past startpoint
max: in_color[8] / u22.dc_bias[3]$_SDFF_PP0_ / 0.49 / 29
min: u21.encoded[5]$_SDFF_PP0_ / latched_red[5]$_SDFF_PN0_ / 0.43 / 1
max reg2reg: u22.dc_bias[1]$_SDFF_PP0_ / u22.dc_bias[3]$_SDFF_PP0_ / 8.12 / 9
min reg2reg: u21.encoded[5]$_SDFF_PP0_ / latched_red[5]$_SDFF_PN0_ / 0.43 / 1
max in group clk1: resetn / shift_clock[9]$_SDFFCE_PP0P_ / 7.18 / 3
min in group clk1: R_shift_clock_synchronizer[0]$_SDFF_PP0_ / R_shift_clock_synchronizer[0]$_SDFF_PP0_ / 0.45 / 1
