**flow/config.mk**
```make
export PLATFORM = sky130hd
export DESIGN_NAME = downsample
export DESIGN_NICKNAME = downsample
export VERILOG_FILES = /design/flow/design.v
export SDC_FILE = /design/flow/constraint.sdc
export NUM_CORES = 4
export LEC_CHECK = 1
export CORE_UTILIZATION = 30
export SYNTH_MEMORY_MAX_BITS = 65536
```
**flow/constraint.sdc**
```tcl
current_design downsample

set clk_period 109.0
set clk_io_pct 0.2

create_clock -name clk0 -period $clk_period [get_ports {pixel_clock}]
create_clock -name clk1 -period $clk_period [get_ports {read_clock}]

set non_clock_inputs [all_inputs -no_clocks]
set_input_delay [expr $clk_period * $clk_io_pct] -clock clk0 $non_clock_inputs
set_output_delay [expr $clk_period * $clk_io_pct] -clock clk0 [all_outputs]
```
**flow/design.v**
```verilog
module downsample (
	input pixel_clock,
	input in_line,
	input in_frame,
	input [31:0] pixel_data,
	input data_enable,
	input read_clock,
	input [5:0] read_x,
	input [4:0] read_y,
	output reg [7:0] read_q
);
	reg [7:0] buffer[0:2047];
	reg [11:0] pixel_acc;
	reg [7:0] pixel_x;
	reg [8:0] pixel_y;
	reg last_in_line;
	wire [11:0] next_acc = pixel_acc + pixel_data[7:0] + pixel_data[15:8] + pixel_data[23:16] + pixel_data[31:24];
	always @(posedge pixel_clock)
	begin
		if (!in_frame) begin
			pixel_acc <= 0;
			pixel_x <= 0;
			pixel_y <= 0;
			last_in_line <= in_line;
		end else begin
			if (in_line && data_enable) begin
				if (pixel_y[3:0] == 0) begin
					if (&(pixel_x[1:0])) begin
						pixel_acc <= 0;
						buffer[{pixel_y[8:4], pixel_x[7:2]}] <= next_acc[11:4];
					end else begin
						pixel_acc <= next_acc;
					end
					if (pixel_x < 160)
						pixel_x <= pixel_x + 1;
				end
			end else if (!in_line) begin
				pixel_x <= 0;
				pixel_acc <= 0;
				if (last_in_line)
					pixel_y <= pixel_y + 1'b1;
			end
			last_in_line <= in_line;
		end
	end
	always @(posedge read_clock)
		read_q <= buffer[{read_y, read_x}];
endmodule
```
**flow/run.sh**
```bash
#!/bin/bash
# OpenROAD 26Q1-2900-gdf79404cd8, Yosys 0.63+post, stock flow scripts
make -C /OpenROAD-flow-scripts/flow DESIGN_CONFIG=/design/flow/config.mk WORK_HOME=/design/flow/orfs finish
```
==> impl_metrics.csv <==
group,metric,value,unit
worst_setup_path,cp_common_cell,"buf_4",
pwr,peakVddDrop,0.00004231,V
clocking,cts_sinks,16420,
clocking,post_cts_buffers,0,
final_timing,drv_slew,1,
synthesis,ys_cells,29650,
die,rows,534,
drt,routedWlPerCell,34.64,um
job,maxCapViolations,0,
drt,wl,2138000,um
clocking,clkTransAtPathRegs,60,ps
place,place.port_buffers,54,
synthesis,ys.warnings.count,1,
synthesis,ys.flop_type,"edfxtp_1",
final_layout,synthToLayoutAreaGrowth,15.47,%
worst_setup_path,setup.worst_path.end_class,"flop",
synthesis,synth-async-reset-ratio,0,
place,place_ws,77240,ps
worst_hold_path,worstHoldStart,"pixel_acc[1]$_SDFFE_PN0P_",
drt,antenna_left,1,
global_route,grt_overflow_total,0,
drt,first_pass_iters,9,
final_timing,setup_viol,0,
job,tool_warnings,101,
worst_hold_path,min_to,"pixel_acc[1]$_SDFFE_PN0P_",
worst_hold_path,hp-class,"reg -> reg",
final_timing,worst_slew_pin_slew,1465,ps
final_timing,finalSetupTns,0,ps
worst_setup_path,worstSetupStartpointType,"input port",
global_route,grtUsageTotal,0.2142,
worst_setup_path,crit_slowest_cell,"buf_4",
place,hpwl,1398000,um
drt,drtIter0Drc,24970,
synthesis,synthesis.area,634500,um^2
status,outcome,"finished with violations",
die,ios,56,
synthesis,yosysTopAreaCell,"edfxtp_1",
die,dieWidth,1456,um
global_route,grt_max_degree,138,
worst_setup_path,crit_start,"pixel_data[1]",
final_layout,drive_gt1_frac,0.2648,
pwr,p_leak,217.5,nW
synthesis,edf_count,16380,
global_route,grt_pass1_vias,357100,
synthesis,synth.distinct_cells,83,
worst_setup_path,critPathMaxStageDelay,770,ps
status,violations,"antenna violations, max-slew violations",
synthesis,synth_top_area_share,0.7754,
worst_setup_path,crit_buf_inv,11,
synthesis,ys.flops,16420,
synthesis,ys_seq_frac,0.7766,
synthesis,ys_area,634500,um^2
pwr,finalPower,17.98,mW
worst_setup_path,worst_r2r_startpoint,"pixel_acc[1]$_SDFFE_PN0P_",
final_timing,hold_viol,0,
worst_setup_path,ff2ff_path_depth,20,
worst_setup_path,reg2reg_slack,100010,ps
place,gp_congestion,0.9352,
global_route,antenna_found_initial,314,
worst_hold_path,whs_path_depth,2,
final_timing,timing.hold.ws,457.5,ps
final_timing,rsz0062_at_grt,"false",
die,die_h,1456,um
worst_setup_path,arrival,31460,ps
worst_setup_path,cp.required,110030,ps
final_timing,clock_skew,145.0,ps
worst_setup_path,critical-path-top-delay-family,"buffers and inverters",
worst_setup_path,crit_path_cell_trace,"clkdlybuf4s50_1, inv_1, fa_1, fa_1, fa_1, inv_1, ha_1, fa_1, a21o_1, a21oi_1, o21bai_1, a21oi_1, o21bai_1, a21oi_1, xnor2_2, buf_4, buf_4, buf_4, buf_4, buf_4, buf_4, buf_4, buf_4",
global_route,grt_pass1_wl,2903000,um
final_timing,slew_headroom,-0.001889,
drt,vias,326000,
final_timing,worst_slack,78570,ps
worst_setup_path,r2r-end,"buffer[166][5]$_DFFE_PP_",
worst_setup_path,crit_type,"in -> reg",
die,die_area,2121000,um^2
die,fp-utilization,0.3005,
clocking,cts.hold.buffers_added,0,
pwr,p_per_area,24.55,nW/um^2
clocking,post_cts_resize_count,0,
worst_setup_path,worstPathMaxFanout,76,
clocking,tritoncts,"built",
drt,drc,0,
die,core,2111000,um^2
worst_setup_path,cp.depth,23,
drt,vias_per_cell,5.283,
synthesis,synth_area_per_cell,21.40,um^2
synthesis,synthCells,29650,
synthesis,synthTopCellsByArea,"edfxtp_1 (78%), mux4_2 (14%), nor2_1 (1.5%)",
through the flow:
step | cell area [um^2] | utilization | cells
floorplan | 634500 | - | 29650
global placement | 678100 | 0.3212 | 57980
detailed placement | 678200 | 0.3212 | 57990
CTS | 730800 | 0.3461 | 60990
global route | 731700 | 0.3465 | 61340
finish | 732600 | 0.3470 | 61710
power by group:
part,internal [mW],total (mW),switching [mW],leakage [nW]
registers,9.26,9.26,0.00181,143
clock network,3.21,5.58,2.37,25.7
logic,0.369,3.14,2.77,49.1
worst reg2reg max path, delay by kind of cell, from the launching register on:
kind	cells	cell delay, ps
buffers and inverters	10	5120
AND-OR/OR-AND	6	1630
adder cells (fa/ha/maj)	3	1280
flip-flops	1	330
XOR/XNOR	1	270
worst max path at each step:
stage                           end  slack, ps
4_1_cts   buffer[1036][6]$_DFFE_PP_      78640
6_report   buffer[166][5]$_DFFE_PP_      78570
5_1_grt    buffer[167][5]$_DFFE_PP_      78020
state kept, by name, indices dropped and copies added, names as in the netlist:
register and cells:
pixel_y 9, buffer 16384, last_in_line 1, read_q 8, pixel_acc 12, pixel_x 8
per-layer routing:
metal | wire length, um | share of wire | global-route usage
met4 | 138700 | 0.065 | 0.1199
met3 | 508900 | 0.24 | 0.2361
met2 | 916800 | 0.43 | 0.2864
met5 | 20540 | 0.0096 | 0.09312
met1 | 552700 | 0.26 | 0.1765
cells by family (layout without fill, tap and decap cells):
kind of cell | count (synthesis) | in the layout | share of synthesized area
compound gates | 2395 | 2395 | 0.02614
buf+inv | 2022 | 5224 | 0.01612
xor+xnor | 19 | 19 | 0.0002623
fa+ha+maj | 41 | 41 | 0.001081
mux | 4978 | 4978 | 0.1557
simple gates | 3777 | 3777 | 0.02402
other cells | 0 | 716 | 0
flops | 16420 | 16420 | 0.7766
area by class of cell:
class,instances,area [um^2]
Sequential cell,16420,492800
Multi-Input combinational cell,11210,133000
Clock buffer,2096,44580
Tap cell,28140,35210
Fill cell,191400,1379000
Antenna cell,716,1792
Inverter,74,309.0
Timing Repair Buffer,2144,16950
Clock inverter,910,8006
Yosys cell counts, types with 97 or more instances:
cell type and count:
edfxtp_1 16380, mux4_2 3893, nor2_1 2592, clkbuf_1 937, mux2i_1 865, nand2_1 660, o22ai_1 526, buf_2 438
buf_4 355, o21ai_0 335, a22oi_1 308, a21oi_1 252, a221oi_1 222, mux2_2 220, nand3_1 204, a31oi_1 121
buf_1 119, a211oi_1 118, o221ai_1 103, buf_6 97
layout by cell type, fill, tap and decap left out, drive strengths merged, types with 38 or more instances in the layout:
| master | instances |
|---|---|
| a221oi | 222 |
| diode | 716 |
| mux2i | 865 |
| clkdlybuf4s50 | 43 |
| nand3 | 204 |
| clkinv | 687 |
| dfxtp | 38 |
| clkbuf | 2098 |
| buf | 2099 |
| nor4 | 65 |
| o22ai | 526 |
| clkinvlp | 53 |
| nand2 | 660 |
| nand4 | 51 |
| bufinv | 140 |
| a22o | 47 |
| a2111oi | 45 |
| o21ai | 336 |
| nor2 | 2592 |
| o211ai | 71 |
| a31oi | 121 |
| edfxtp | 16380 |
| a22oi | 308 |
| mux4 | 3893 |
| a21oi | 252 |
| nor3 | 67 |
| mux2 | 220 |
| inv | 104 |
| o221ai | 103 |
| a211oi | 118 |
Power and IR drop assume default switching activity.
